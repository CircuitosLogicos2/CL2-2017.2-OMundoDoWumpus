==> flow/design.v <==
module PROJETO
(output reg [15:0]led,
 output reg ouro, fedor, brisa, buraco, monstro,
input clock, reset, switchDi, switchEs, switchCi, switchBa, switch);
reg [15:0] estado_atual;
parameter block11 = 0, block12 = 1, block13 = 2, block14 = 3, block21 = 4, block22 = 5, block23 = 6, block24 = 7, block31 = 8, block32 = 9, block33 = 10, block34 = 11, block41 = 12, block42 = 13, block43 = 14, block44 = 15; 
always@ (estado_atual) begin
	case(estado_atual)
	block11: begin
	led[0] = 1;
	led[1] = 0;
	led[2] = 0;
	led[3] = 0;
	led[4] = 0;
	led[5] = 0;
	led[6] = 0;
	led[7] = 0;
	led[8] = 0;
	led[9] = 0;
	led[10] = 0;
	led[11] = 0;
	led[12] = 0;
	led[13] = 0;
	led[14] = 0;
	led[15] = 0;
	ouro = 0;
	fedor = 0;
	brisa = 0;
	buraco = 0;
	monstro = 0;
	end
	block12: begin
	led[0] = 0;
	led[1] = 1;
	led[2] = 0;
	led[3] = 0;
	led[4] = 0;
	led[5] = 0;
	led[6] = 0;
	led[7] = 0;
	led[8] = 0;
	led[9] = 0;
	led[10] = 0;
	led[11] = 0;
	led[12] = 0;
	led[13] = 0;
	led[14] = 0;
	led[15] = 0;
	ouro = 0;
	fedor = 0;
	brisa = 1;
	buraco = 0;
	monstro = 0;
	end
	block13: begin
	led[0] = 0;
	led[1] = 0;
	led[2] = 0;
	led[3] = 0;
	led[4] = 0;
	led[5] = 0;
	led[6] = 0;
	led[7] = 0;
	led[8] = 0;
	led[9] = 0;
	led[10] = 0;
	led[11] = 0;
	led[12] = 0;
	led[13] = 0;
	led[14] = 0;
	led[15] = 0;
	ouro = 0;
	fedor = 0;
	brisa = 0;
	buraco = 1;
	monstro = 0;
	end
	block14: begin
	led[0] = 0;
	led[1] = 0;
	led[2] = 0;
	led[3] = 1;
	led[4] = 0;
	led[5] = 0;
	led[6] = 0;
	led[7] = 0;
	led[8] = 0;
	led[9] = 0;
	led[10] = 0;
	led[11] = 0;
	led[12] = 0;
	led[13] = 0;
	led[14] = 0;
	led[15] = 0;
	ouro = 0;
	fedor = 0;
	brisa = 1;
	buraco = 0;
	monstro = 0;
	end
	block21: begin
	led[0] = 0;
	led[1] = 0;
	led[2] = 0;
	led[3] = 0;
	led[4] = 1;
	led[5] = 0;
	led[6] = 0;
	led[7] = 0;
	led[8] = 0;
	led[9] = 0;
	led[10] = 0;
	led[11] = 0;
	led[12] = 0;
	led[13] = 0;
	led[14] = 0;
	led[15] = 0;
	ouro = 0;
	fedor = 1;
	brisa = 0;
	buraco = 0;
	monstro = 0;
	end
	block22: begin
	led[0] = 0;
	led[1] = 0;
	led[2] = 0;
	led[3] = 0;
	led[4] = 0;
	led[5] = 1;
	led[6] = 0;
	led[7] = 0;
	led[8] = 0;
	led[9] = 0;
	led[10] = 0;
	led[11] = 0;
	led[12] = 0;
	led[13] = 0;
	led[14] = 0;
	led[15] = 0;
	ouro = 0;
	fedor = 0;
	brisa = 0;
	buraco = 0;
	monstro = 0;
	end
	block23: begin
	led[0] = 0;
	led[1] = 0;
	led[2] = 0;
	led[3] = 0;
	led[4] = 0;
	led[5] = 0;
	led[6] = 1;
	led[7] = 0;
	led[8] = 0;
	led[9] = 0;
	led[10] = 0;
	led[11] = 0;
	led[12] = 0;
	led[13] = 0;
	led[14] = 0;
	led[15] = 0;
	ouro = 0;
	fedor = 0;
	brisa = 1;
	buraco = 0;
	monstro = 0;
	end
	block24: begin
	led[0] = 0;
	led[1] = 0;
	led[2] = 0;
	led[3] = 0;
	led[4] = 0;
	led[5] = 0;
	led[6] = 0;
	led[7] = 1;
	led[8] = 0;
	led[9] = 0;
	led[10] = 0;
	led[11] = 0;
	led[12] = 0;
	led[13] = 0;
	led[14] = 0;
	led[15] = 0;
	ouro = 0;
	fedor = 0;
	brisa = 0;
	buraco = 0;
	monstro = 0;
	end
	block31: begin
	led[0] = 0;
	led[1] = 0;
	led[2] = 0;
	led[3] = 0;
	led[4] = 0;
	led[5] = 0;
	led[6] = 0;
	led[7] = 0;
	led[8] = 1;
	led[9] = 0;
	led[10] = 0;
	led[11] = 0;
	led[12] = 0;
	led[13] = 0;
	led[14] = 0;
	led[15] = 0;
	ouro = 0;
	fedor = 0;
	brisa = 0;
	buraco = 0;
	monstro = 1;
	end
	block32: begin
	led[0] = 0;
	led[1] = 0;
	led[2] = 0;
	led[3] = 0;
	led[4] = 0;
	led[5] = 0;
	led[6] = 0;
	led[7] = 0;
	led[8] = 0;
	led[9] = 1;
	led[10] = 0;
	led[11] = 0;
	led[12] = 0;
	led[13] = 0;
	led[14] = 0;
	led[15] = 0;
	ouro = 1;
	fedor = 1;
	brisa = 1;
	buraco = 0;
	monstro = 0;
	end
	block33: begin
	led[0] = 0;
	led[1] = 0;
	led[2] = 0;
	led[3] = 0;
	led[4] = 0;
	led[5] = 0;
	led[6] = 0;
	led[7] = 0;
	led[8] = 0;
	led[9] = 0;
	led[10] = 1;
	led[11] = 0;
	led[12] = 0;
	led[13] = 0;
	led[14] = 0;
	led[15] = 0;
	ouro = 0;
	fedor = 0;
	brisa = 0;
	buraco = 1;
	monstro = 0;
	end
	block34: begin
	led[0] = 0;
	led[1] = 0;
	led[2] = 0;
	led[3] = 0;
	led[4] = 0;
	led[5] = 0;
	led[6] = 0;
	led[7] = 0;
	led[8] = 0;
	led[9] = 0;
	led[10] = 0;
	led[11] = 1;
	led[12] = 0;
	led[13] = 0;
	led[14] = 0;
	led[15] = 0;
	ouro = 0;
	fedor = 0;
	brisa = 1;
	buraco = 0;
	monstro = 0;
	end
	block41: begin
	led[0] = 0;
	led[1] = 0;
	led[2] = 0;
	led[3] = 0;
	led[4] = 0;
	led[5] = 0;
	led[6] = 0;
	led[7] = 0;
	led[8] = 0;
	led[9] = 0;
	led[10] = 0;
	led[11] = 0;
	led[12] = 1;
	led[13] = 0;
	led[14] = 0;
	led[15] = 0;
	ouro = 0;
	fedor = 1;
	brisa = 0;
	buraco = 0;
	monstro = 0;
	end
	block42: begin
	led[0] = 0;
	led[1] = 0;
	led[2] = 0;
	led[3] = 0;
	led[4] = 0;
	led[5] = 0;
	led[6] = 0;
	led[7] = 0;
	led[8] = 0;
	led[9] = 0;
	led[10] = 0;
	led[11] = 0;
	led[12] = 0;
	led[13] = 1;
	led[14] = 0;
	led[15] = 0;
	ouro = 0;
	fedor = 0;
	brisa = 0;
	buraco = 0;
	monstro = 0;
	end
	block43: begin
	led[0] = 0;
	led[1] = 0;
	led[2] = 0;
	led[3] = 0;
	led[4] = 0;
	led[5] = 0;
	led[6] = 0;
	led[7] = 0;
	led[8] = 0;
	led[9] = 0;
	led[10] = 0;
	led[11] = 0;
	led[12] = 0;
	led[13] = 0;
	led[14] = 1;
	led[15] = 0;
	ouro = 0;
	fedor = 0;
	brisa = 1;
	buraco = 0;
	monstro = 0;
	end
	block44: begin
	led[0] = 0;
	led[1] = 0;
	led[2] = 0;
	led[3] = 0;
	led[4] = 0;
	led[5] = 0;
	led[6] = 0;
	led[7] = 0;
	led[8] = 0;
	led[9] = 0;
	led[10] = 0;
	led[11] = 0;
	led[12] = 0;
	led[13] = 0;
	led[14] = 0;
	led[15] = 1;
	ouro = 0;
	fedor = 0;
	brisa = 0;
	buraco = 1;
	monstro = 0;
	end
	endcase
	end
	always@ (posedge switch) begin
	case(estado_atual)
	block11:begin
	if(switchDi == 1)
	estado_atual <= block12;
	if(switchCi == 1)
	estado_atual <= block21;
	end
	block12:begin
	if(switchDi == 1)
	estado_atual <= block13;
	if(switchCi == 1)
	estado_atual <= block22;
	if(switchEs == 1)
	estado_atual <= block11;
	end
	block13:begin
	estado_atual <= block11;
	end
	block14:begin
	if(switchCi == 1)
	estado_atual <= block24;
	if(switchEs == 1)
	estado_atual <= block13;
	end
	block21:begin
	if(switchDi == 1)
	estado_atual <= block22;
	if(switchCi == 1)
	estado_atual <= block31;
	if(switchBa == 1)
	estado_atual <= block11;
	end
	block22:begin
	if(switchDi == 1)
	estado_atual <= block23;
	if(switchCi == 1)
	estado_atual <= block32;
	if(switchEs == 1)
	estado_atual <= block21;
	if(switchBa == 1)
	estado_atual <= block12;
	end
	block23:begin
	if(switchDi == 1)
	estado_atual <= block24;
	if(switchCi == 1)
	estado_atual <= block33;
	if(switchEs == 1)
	estado_atual <= block22;
	if(switchBa == 1)
	estado_atual <= block13;
	end
	block24:begin
	if(switchCi == 1)
	estado_atual <= block34;
	if(switchEs == 1)
	estado_atual <= block23;
	if(switchBa == 1)
	estado_atual <= block14;
	end
	block31:begin
	estado_atual <= block11;
	end
	block32:begin
	estado_atual <= block11;
	end
	block33:begin
	estado_atual <= block11;
	end
	block34:begin
	if(switchCi == 1)
	estado_atual <= block43;
	if(switchEs == 1)
	estado_atual <= block33;
	if(switchBa == 1)
	estado_atual <= block24;
	end
	block41:begin
	if(switchDi == 1)
	estado_atual <= block42;
	if(switchBa == 1)
	estado_atual <= block31;
	end
	block42:begin
	if(switchDi == 1)
	estado_atual <= block43;
	if(switchEs == 1)
	estado_atual <= block41;
	if(switchBa == 1)
	estado_atual <= block32;
	end
	block43:begin
	if(switchDi == 1)
	estado_atual <= block44;
	if(switchEs == 1)
	estado_atual <= block42;
	if(switchBa == 1)
	estado_atual <= block33;
	end
	block44:begin
	estado_atual <= block11;
	end
	endcase
	end
	endmodule
==> flow/run.sh <==
#!/bin/bash
# OpenROAD 26Q1-2900-gdf79404cd8, Yosys 0.63+post, stock flow scripts
make -C /OpenROAD-flow-scripts/flow DESIGN_CONFIG=/design/flow/config.mk WORK_HOME=/design/flow/orfs finish
==> flow/config.mk <==
export PLATFORM = sky130hd
export DESIGN_NAME = PROJETO
export DESIGN_NICKNAME = PROJETO
export VERILOG_FILES = /design/flow/design.v
export SDC_FILE = /design/flow/constraint.sdc
export NUM_CORES = 4
export LEC_CHECK = 1
export CORE_AREA = 10 10 108 108
export DIE_AREA = 0 0 118 118
==> flow/constraint.sdc <==
current_design PROJETO

set clk_period 1.8
set clk_io_pct 0.2

create_clock -name clk0 -period $clk_period [get_ports {switch}]

set non_clock_inputs [all_inputs -no_clocks]
set_input_delay [expr $clk_period * $clk_io_pct] -clock clk0 $non_clock_inputs
set_output_delay [expr $clk_period * $clk_io_pct] -clock clk0 [all_outputs]
==> run notes <==
Latest figures from synthesis and place and route.

The run finished with clean final reports. The top achievable clock speed is 0.708 GHz. The synthesized instance count is between 100 and 150. The global-route wire length before repair is between 4000 and 5000 um.

The clock period minus final worst setup slack is ~1.4 ns. Per the OpenROAD floorplan log, the height of the die is 118 um. Final hold analysis gives a worst-case slack of 0.497 ns. In the Yosys stats the netlist draws on 30 distinct library cells. The number of gates resized after CTS was 0. For reference, the most critical setup path is categorized as in -> reg.

The post-synth tally of flip-flops with integrated enable is 0. Max-cap violations in this run came to 0. The worst max-slew margin expressed relative to the limit is 48.7%. Along the worst path, the maximum fanout reaches 13. The global routing report lists combined usage of all routing layers as about 3.6%. The count of unclocked register or latch pins is 18.

The final routed wire length divided by cell count is ~10 um. The worst setup slack before clock tree synthesis is around 0.14 ns. Clock-pin slew was measured on the worst setup and hold paths at ~0.060 ns. The total number of vias is around 830. The number of buffers and inverters on the critical path is 1. The commonest cells after synthesis are sky130_fd_sc_hd__dlxtn_1, sky130_fd_sc_hd__dfxtp_1, sky130_fd_sc_hd__nand2_1, sky130_fd_sc_hd__a22oi_1, sky130_fd_sc_hd__nor2_1. The measured slew at the worst slew-check pin is roughly 0.76 ns. The first routing iteration left 40 violations. The dominant cell by count in the synthesized netlist is sky130_fd_sc_hd__dlxtn_1. The number of instances in the placed design is 256. The critical register-to-register path startpoint is estado_atual[5].

The number of DRC violations after detailed routing is 0. The average footprint of a synthesized cell is between 9 and 10 um^2. Per the hold report, the tightest min-delay path originates at estado_atual[1]. The reg2reg setup slack is about 0.80 ns.

The fraction of final layout cells with drive strength greater than 1 is 13.7%. The cell type with the largest total area after synthesis is sky130_fd_sc_hd__dfxtp_1. In this run the horizontal extent of the chip is around 120 um. The detail route stage leaves a number of antenna-violating nets equal to 0. Between clock sinks in the finished design, the worst skew comes to 0.000253 ns. The post-synthesis instance area is approximately 1000 um^2. The cell area after placement is approximately 1400 um^2.

The area of the placeable core is 9280 um^2. The CTS report gives the tree buffer count as 3. The report lists the cells along the critical path as clkdlybuf4s50_1, nor2_1, nand3_1, o221ai_1. The cell depth of the worst hold path is 2.

Logic depth along the worst register-to-register path is recorded as 3. After synthesis, the design contains approximately 100 cells according to Yosys. After routing, the total negative slack on setup checks comes to 0 ns. The floorplan core density is about 11%.

RePlAce ended its routability-driven mode at a weighted congestion of 0.826. The yosys-reported design area after synthesis is between 1000 and 1500 um^2. The final instance area is ~1500 um^2.

The area taken by flip-flops and latches is about 590 um^2. According to the report, the first pass of detailed routing completed in 4 iterations. The cell with the largest stage delay on the worst path is sky130_fd_sc_hd__clkdlybuf4s50_1. The final count of pins violating max slew is 0. For this run, the leading register cell type out of synthesis is sky130_fd_sc_hd__dlxtn_1. The signal arrival time at the worst endpoint is 1.58 ns.

The level count of the clock H-tree is 1. The global route stage reports its total congestion overflow as 0. The final antenna diode tally reported by the flow is 0. According to the timing report, the data required time at the worst endpoint equals slightly below 2 ns. The OpenROAD warning count is 27. The pin count of the biggest net entering global routing is 19.

For hold timing, the worst endpoint is estado_atual[0]. In the post-route analysis, the smallest setup slack over all paths is roughly 0.39 ns. The class of the most critical hold timing path is reg -> reg. The area of the die is ~14000 um^2.

The leakage power summed over all cells is around 0.54 nW. In the placement report, post-DP HPWL is listed as between 1500 and 2000 um. The worst setup path is launched from an input port.

Setup repair after global routing left no endpoint under its margin. The element type at the critical path end is a flip-flop. The initial antenna violation count is 0. The clock latency on the worst-skew pair is about 0.25 ns. Summing all multi-input logic gate instances after layout gives about 380 um^2.

The synthesis report lists the Yosys warning total as 1. The detailed-route vias per instance is between 3 and 4. The number of hold buffers added after cts is 0. Counting the fill cells in the layout gives 1050. The timing report gives the biggest stage delay along the critical path as ~0.64 ns. In this run the layout overhead on the synthesized area is reported as 46.1%.

The CTS tree is yes. Once synthesis finished, the tally of register bits stood at 34. The share of the cycle needed by the critical path after routing is between 70% and 80%. The number of global-route vias before repair is 787. By area the synthesized netlist is led by sky130_fd_sc_hd__dfxtp_1, sky130_fd_sc_hd__dlxtn_1, sky130_fd_sc_hd__a22oi_1. The fraction of synthesis flops using an asynchronous set or reset pin is 0%. The floorplan has 35 rows.

The quantity of I/O buffers inserted on ports is 24. 38 endpoints have no timing constraint. The number of setup buffers added after CTS is 0. The tree is rooted in a sky130_fd_sc_hd__clkbuf_8. Yosys reports that the leading cell type by area covers between 30% and 40% of the netlist area.

The top cell family by delay on the critical path is buffers and inverters. The end of the worst register-to-register path is estado_atual[0]. The power density normalized to cell area is between 700 and 800 nW/um^2.

The analysis reports a worst IR drop on VDD of 0.349 mV. The number of I/O pins is 28. The final layout contains routed wiring with a total length of 2530 um.

Endpoints failing hold in the final report were tallied at 0. The post-layout instance count excluding filler cells is between 200 and 300. The total of endpoints with negative setup slack in the final report is 0.

The buffer levels on the longest clock path is 2.
## registers in the layout (all words and copies together) (netlist names)
name          count
estado_atual     16
led              14
brisa             1
buraco            1
fedor             1
ouro              1
## worst min-delay path: stages, from the launching register on
cell and delay, ns:
sky130_fd_sc_hd__dfxtp_1 0.35, sky130_fd_sc_hd__nor2_1 0.06, sky130_fd_sc_hd__nand3_1 0.06
## cell usage in the layout (no fill, tap or decap), types with 4 or more instances in the layout
cell,count
sky130_fd_sc_hd__nand2_1,12
sky130_fd_sc_hd__clkbuf_8,4
sky130_fd_sc_hd__dlxtn_1,18
sky130_fd_sc_hd__buf_4,8
sky130_fd_sc_hd__nor2_1,7
sky130_fd_sc_hd__dfxtp_1,16
sky130_fd_sc_hd__o21ai_0,5
sky130_fd_sc_hd__a22oi_1,7
sky130_fd_sc_hd__clkdlybuf4s50_1,24
## stage by stage
| step | utilization (%) | power (mW) |
|---|---|---|
| after floorplan | - | 0.682 |
| after global placement | 15.5 | 0.786 |
| after detailed placement | 15.5 | 0.791 |
| after CTS | 16.1 | 1.11 |
| after global routing | 16.1 | 1.15 |
| final | 16.1 | 1.09 |
## per-layer routing
| metal | GRT usage [%] | routed length, um | up-vias |
|---|---|---|---|
| li1 | - | - | 415 |
| met1 | 4.65 | 1140 | 383 |
| met3 | 2.48 | 351 | 0 |
| met5 | 0 | 0 | - |
| met4 | 0.155 | 0 | 0 |
| met2 | 5.21 | 1040 | 35 |
## worst max-delay path by stage
stage             from               end  slack (ns)  depth (start not counted)
CTS           switchEs   estado_atual[5]        0.40                          4
global route  switchEs   estado_atual[5]        0.25                          4
finish        switchEs  estado_atual[14]        0.39                          4
## cell type report
cell class / instances / share of cell area [%]
sequential: 34 / 39.5
multi-input combinational: 60 / 25.6
clock buffer: 4 / 3.69
tap: 129 / 10.8
timing repair buffer: 32 / 20.1
inverter: 1 / 0.251
## power breakdown
part | internal (mW) | leakage [nW] | switching (mW)
clock network | 0.194 | 0.0288 | 0.118
registers | 0.534 | 0.267 | 0.0312
logic | 0.109 | 0.248 | 0.105
total | 0.838 | 0.544 | 0.254
## logic make-up after synthesis
group	Yosys count	synth area share, %
AOI/OAI and AO/OA	22	15.1
buffers and inverters	10	4.77
DFF	16	31.3
latches	18	26.4
muxes	2	2.08
other	1	0.367
and+or+nand+nor	35	20.0
Power figures rest on the tool's default switching activity, not on a simulated workload.
